<file path="config.mk">
export PLATFORM = sky130hd
export DESIGN_NAME = Icache
export DESIGN_NICKNAME = Icache
export VERILOG_FILES = /design/flow/design.v
export SDC_FILE = /design/flow/constraint.sdc
export NUM_CORES = 4
export LEC_CHECK = 1
export CORE_UTILIZATION = 40
</file>
<file path="constraint.sdc">
current_design Icache

set clk_period 21.4
set clk_io_pct 0.2

create_clock -name clk0 -period $clk_period [get_ports {clk}]

set non_clock_inputs [all_inputs -no_clocks]
set_input_delay [expr $clk_period * $clk_io_pct] -clock clk0 $non_clock_inputs
set_output_delay [expr $clk_period * $clk_io_pct] -clock clk0 [all_outputs]
</file>
<file path="design.v">
module Icache (
    input   wire                    clk,
    input   wire                    rst_n,
    input   wire            [31:0]  if_pc_i, 
    input   wire                    if_req_Icache_i,
    output  reg             [31:0]  Icache_inst_o,
    output  reg                     Icache_ready_o,
    output  wire                    Icache_hit_o,
    input   wire                    fc_jump_flag_Icache_i,
    input   wire                    fc_stall_Icache_i,
    output  reg             [31:0]  Icache_addr_o,
    output  reg                     Icache_valid_req_o,
    input   wire                    bc_Icache_ready_i,
    input   wire            [127:0] bc_Icache_data_i
);
localparam Idle_or_Compare_Tag  = 0;  
localparam Read_from_Mem        = 1;
reg cur_state;
localparam Tag_Width        = 25 - 1;
localparam Valid            = 26;
localparam Replace          = 25;
reg [127:0] ICache_Data_Block [0:15];
reg [26:0]  ICache_Tag_Array  [0:15];
wire [24:0] Icache_tag   = if_pc_i[31:7];
wire [3:0]  Icache_index = {{1'b0},if_pc_i[6:4]};    
wire [1:0]  Icache_off   = if_pc_i[3:2];      
reg [24:0] Tag_buffer;
reg [1:0] Read_off;
reg [3:0] Index_off;
wire [1:0] ICache_Tag_hit;
assign ICache_Tag_hit[0] = ( (Icache_tag == ICache_Tag_Array[Icache_index << 1][Tag_Width:0]) && ICache_Tag_Array[Icache_index << 1][Valid] == 1'b1 );
assign ICache_Tag_hit[1] = ( (Icache_tag == ICache_Tag_Array[(Icache_index << 1) + 1][Tag_Width:0]) && ICache_Tag_Array[(Icache_index << 1) + 1][Valid] == 1'b1 );
assign Icache_hit_o              = (ICache_Tag_hit != 2'b00);
reg         victim_number;
reg         req_again;
always @(*) begin
    if(rst_n == 1'b0)begin
        ICache_Tag_Array[0]    = 27'h0;
        ICache_Tag_Array[1]    = 27'h0;
        ICache_Tag_Array[2]    = 27'h0;
        ICache_Tag_Array[3]    = 27'h0;
        ICache_Tag_Array[4]    = 27'h0;
        ICache_Tag_Array[5]    = 27'h0;
        ICache_Tag_Array[6]    = 27'h0;
        ICache_Tag_Array[7]    = 27'h0;
        ICache_Tag_Array[8]    = 27'h0;
        ICache_Tag_Array[9]    = 27'h0;
        ICache_Tag_Array[10]   = 27'h0;
        ICache_Tag_Array[11]   = 27'h0;
        ICache_Tag_Array[12]   = 27'h0;
        ICache_Tag_Array[13]   = 27'h0;
        ICache_Tag_Array[14]   = 27'h0;
        ICache_Tag_Array[15]   = 27'h0;
    end
end
always @(posedge clk or negedge rst_n) begin   
    if(rst_n == 1'b0)begin
        Icache_inst_o <= 32'h0;
        Icache_ready_o <= 1'b0;
        Icache_addr_o <= 32'h0;
        Icache_valid_req_o <= 1'b0;
        Read_off <= 2'b0;
        req_again <= 1'b0;
        cur_state <= Idle_or_Compare_Tag;
    end 
    else begin
        case(cur_state)
            Idle_or_Compare_Tag:begin
                if(fc_jump_flag_Icache_i == 1'b1) begin   
                    cur_state <= Idle_or_Compare_Tag;
                    Icache_ready_o <= 1'b0;
                end 
                else begin
                    if(fc_stall_Icache_i == 1'b1)begin
                        req_again <= 1'b1;
                        Icache_ready_o <= 1'b0;
                    end
                    else if(if_req_Icache_i == 1'b1 || req_again == 1'b1)begin
                        req_again <= 1'b0;
                        if(Icache_hit_o == 1'b1)begin    
                            cur_state <= Idle_or_Compare_Tag;
                            Icache_valid_req_o <= 1'b0;
                            Icache_ready_o <= 1'b1;
                            if(ICache_Tag_hit[0] == 1'b1) begin
                                case(Icache_off)
                                    2'b00:Icache_inst_o <= ICache_Data_Block[Icache_index << 1][31:0];
                                    2'b01:Icache_inst_o <= ICache_Data_Block[Icache_index << 1][63:32];
                                    2'b10:Icache_inst_o <= ICache_Data_Block[Icache_index << 1][95:64];
                                    2'b11:Icache_inst_o <= ICache_Data_Block[Icache_index << 1][127:96];
                                    default:Icache_inst_o <= 32'h0;
                                endcase
                                ICache_Tag_Array[Icache_index << 1][Replace] <= 1'b0;
                                ICache_Tag_Array[(Icache_index << 1) + 1][Replace] <= 1'b1;
                            end
                            else begin
                                case(Icache_off)
                                    2'b00:Icache_inst_o <= ICache_Data_Block[(Icache_index << 1) + 1][31:0];
                                    2'b01:Icache_inst_o <= ICache_Data_Block[(Icache_index << 1) + 1][63:32];
                                    2'b10:Icache_inst_o <= ICache_Data_Block[(Icache_index << 1) + 1][95:64];
                                    2'b11:Icache_inst_o <= ICache_Data_Block[(Icache_index << 1) + 1][127:96];
                                    default:Icache_inst_o <= 32'h0;
                                endcase
                                ICache_Tag_Array[Icache_index << 1][Replace] <= 1'b1;
                                ICache_Tag_Array[(Icache_index << 1) + 1][Replace] <= 1'b0;
                            end
                        end
                        else begin                     
                            Icache_valid_req_o <= 1'b1;
                            Icache_addr_o <= (if_pc_i >> 4) << 4;
                            Icache_ready_o <= 1'b0;
                            cur_state <= Read_from_Mem;
                            Read_off <= Icache_off;
                            Index_off <= Icache_index;
                            Tag_buffer <= Icache_tag;
                            case( {ICache_Tag_Array[(Icache_index << 1) + 1][Replace],ICache_Tag_Array[Icache_index << 1][Replace]} )
                                2'b00:begin
                                    victim_number <= 1'b0;
                                end
                                2'b01:begin
                                    victim_number <= 1'b0;
                                end
                                2'b10:begin
                                    victim_number <= 1'b1;
                                end
                                default:begin
                                    victim_number = 1'b0;
                                end
                            endcase
                        end
                    end
                    else begin     
                        cur_state <= Idle_or_Compare_Tag;
                        Icache_ready_o <= 1'b0;
                        Icache_inst_o <= 32'h0;
                    end
                end
            end
        Read_from_Mem:begin
            Icache_valid_req_o <= 1'b0;  
            if(fc_jump_flag_Icache_i == 1'b1) begin   
                cur_state <= Idle_or_Compare_Tag;
            end
            else begin
                if(bc_Icache_ready_i == 1'b1) begin  
                    ICache_Data_Block[(Index_off << 1) + victim_number] <= bc_Icache_data_i;
                    ICache_Tag_Array[(Index_off << 1) + victim_number][Valid] <= 1'b1;
                    Icache_ready_o <= 1'b1;
                    case(Read_off)
                        2'b00:Icache_inst_o <= bc_Icache_data_i[31:0];
                        2'b01:Icache_inst_o <= bc_Icache_data_i[63:32];
                        2'b10:Icache_inst_o <= bc_Icache_data_i[95:64];
                        2'b11:Icache_inst_o <= bc_Icache_data_i[127:96];
                        default:Icache_inst_o <= 32'h0;
                    endcase
                    if(victim_number == 1'b0) begin
                        ICache_Tag_Array[Index_off << 1][Replace] <= 1'b0;
                        ICache_Tag_Array[(Index_off << 1) + 1][Replace] <= 1'b1;
                        ICache_Tag_Array[Index_off << 1][Tag_Width:0] <= Tag_buffer;
                    end 
                    else begin
                        ICache_Tag_Array[Index_off << 1][Replace] <= 1'b1;
                        ICache_Tag_Array[(Index_off << 1) + 1][Replace] <= 1'b0;
                        ICache_Tag_Array[(Index_off << 1) + 1][Tag_Width:0] <= Tag_buffer;
                    end
                    cur_state <= Idle_or_Compare_Tag;
                end
                else begin
                    Icache_ready_o <= 1'b0; 
                    cur_state <= Read_from_Mem;  
                end
            end
        end
        default: begin
            cur_state <= Idle_or_Compare_Tag;
            Icache_ready_o <= 1'b0; 
        end
    endcase
    end
end
endmodule
</file>
<file path="run.sh">
#!/bin/bash
# OpenROAD 26Q1-2900-gdf79404cd8, Yosys 0.63+post, stock flow scripts
make -C /OpenROAD-flow-scripts/flow DESIGN_CONFIG=/design/flow/config.mk WORK_HOME=/design/flow/orfs finish
</file>
==> impl_metrics.json <==
{
  "status": "finished clean",
  "clk_pin_slew_ns": 0.07,
  "ys_area_mm2": 0.00332,
  "hold_viol": 0,
  "n_antenna_cell": 0,
  "top_cells_by_count": "66 x dfrtp_1, 65 x mux2i_1, 33 x a21o_1",
  "netlist_top_cells_area": "dfrtp_1 50%, mux2i_1 20%, mux2_2 11%, a21o_1 7.5%, o22ai_1 6.0%",
  "flop_cell": "dfrtp_1",
  "hpwl_um": 7350,
  "rows": 32,
  "timing.fmax_mhz": 174,
  "edf_count": 0,
  "dr.pass1.iters": 4,
  "r2r_cells": 4,
  "synth_top_cell_by_area": "dfrtp_1",
  "ir_drop_mv": 0.0576,
  "vias": 2970,
  "avgViaCountPerCell": 5.01,
  "cts_max_level": 3,
  "crit_end": "Icache_addr_o[19]",
  "die-height_um": 93.1,
  "numCtsBuffers": 9,
  "ys.flops": 66,
  "ys_warn_count": 867,
  "cp.required_ns": 21.62,
  "slowest_delay_ns": 0.59,
  "arrival_ns": 5.98,
  "fp_util": 0.421,
  "fin_worst_skew_ns": 0.00643,
  "antenna_found_initial": 0,
  "grt_pass1_wl_um": 15300,
  "num_io_pins": 233,
  "cp-start-kind": "primary input",
  "detail_route.wl_per_cell_um": 16.4,
  "slew_headroom": 0.578,
  "postSynthSeqShare": 0.497,
  "r2r_slack_ns": 19.31,
  "netlist_area_mm2": 0.00332,
  "cts_sinks": 66,
  "setup.worst_path.class": "in2reg",
  "groute.usage.overall": 0.232,
  "rsz0062_at_grt": "false",
  "globalRoute.totalOverflow": 0,
  "r2r_start": "Read_off[1]",
  "maxCapViolCount": 0,
  "syn2layout_area_growth_pct": 74.5,
  "grt_max_degree": 41,
  "postCtsHoldBufs": 0,
  "top_area_frac": 0.497,
  "timing.final.crit_share": 0.269,
  "drc_errors": 0,
  "drt-total-wl_um": 9740,
  "clk_latency_ns": 0.34,
  "chip_area_mm2": 0.00867,
  "drt_iter0_markers": 65,
  "crit_slowest_cell": "clkdlybuf4s50_1",
  "ctsResizeCount": 0,
  "first_global_vias": 3114,
  "drive_gt1_frac": 0.114,
  "setup-violations-final": 0,
  "cts_tree": "yes",
  "cp-startpoint": "fc_jump_flag_Icache_i",
  "warnings": 28,
  "io_buffers": 225,
  "tightest_slew_ns": 0.632,
  "hp-class": "reg2reg",
  "root_buffer": "clkbuf_8",
  "ys_cells": 265,
  "timing.rr.end": "Icache_inst_o[31]",
  "layout_min_cycle_time_ns": 5.75,
  "gp_congestion": 0.794,
  "die_w_um": 93.1,
  "post_cts_buffers": 0,
  "worstPathMaxFanout": 20,
  "synth.most_common_cell": "dfrtp_1",
  "ys_types": 21,
  "async_flop_share": 1.00,
  "netlist_instances": 265,
  "antenna_left": 0,
  "maxSlewViolCount": 0,
  "powerDensity_mw_per_mm2": 77.8,
  "power.total_mw": 0.451,
  "path_cells": "clkdlybuf4s50_1, nor3_1, o21ai_2, buf_4, mux2_2",
  "tns_ns": 0,
  "leakage_nw": 2.70,
  "clk_path_buf_depth": 2,
  "core_area_mm2": 0.00789,
  "synth_area_per_cell_um2": 12.5,
  "cp-end-kind": "flop"
}
## power breakdown
part / switching, mW / leakage [nW] / internal [mW]
clock network: 0.0490 / 0.0847 / 0.0451
logic: 0.0429 / 1.79 / 0.128
registers: 0.0248 / 0.820 / 0.161
total: 0.117 / 2.70 / 0.334
## worst min path at each step
stage                  endpoint  depth (start not counted)               from  slack, ns
CTS           Icache_inst_o[29]                          1  Icache_inst_o[29]       0.48
global route  Icache_inst_o[22]                          1  Icache_inst_o[22]       0.50
finish        Icache_inst_o[13]                          1  Icache_inst_o[13]       0.48
## worst max-delay path, delay by kind of cell
kind,cells,cell delay [ns]
AND-OR/OR-AND,1,0.26
AND/OR/NAND/NOR,1,0.09
buffers and inverters,2,0.98
multiplexers,1,0.37
## routing by layer
layer | wire length, µm | part of all wire | vias up | track usage
met5 | 0 | 0 | - | 0
met4 | 140 | 0.014 | 0 | 0.0295
met3 | 1140 | 0.12 | 11 | 0.0902
met2 | 4680 | 0.48 | 144 | 0.383
li1 | - | - | 1421 | -
met1 | 3780 | 0.39 | 1394 | 0.307
## final cells by class
| class | count | area (µm²) |
|---|---|---|
| Fill cell | 568 | 2090 |
| Sequential cell | 66 | 1660 |
| Tap cell | 102 | 128 |
| Multi-Input combinational cell | 177 | 1540 |
| Timing Repair Buffer | 231 | 2290 |
| Inverter | 1 | 3.75 |
| Clock inverter | 6 | 41.3 |
| Clock buffer | 10 | 138 |
## cells in the final DEF, fill, tap and decap left out, drive strengths merged, types with 2 or more instances in the layout
cell and n:
o22ai 32, clkbuf 10, mux2 31, clkinvlp 3, conb 5, inv 2
dfrtp 66, a21o 33, o21ai 3, buf 7, clkdlybuf4s50 224, mux2i 65
clkinv 2
## metrics by stage
step	utilization	hold WS (ns)	setup WS (ns)	cell area, µm²	std cells
2_1_floorplan	-	0.426	15.96	3340	269
3_3_place_gp	0.712	0.459	15.29	5620	577
3_5_place_dp	0.712	0.465	15.27	5620	577
4_1_cts	0.735	0.481	15.64	5800	593
5_1_grt	0.735	0.499	15.50	5800	593
6_report	0.735	0.478	15.65	5800	593
## cell families after synthesis
group | Yosys count | share of synthesized area
AOI/OAI and AO/OA | 68 | 0.139
buffers and inverters | 26 | 0.0452
DFF | 66 | 0.497
muxes | 96 | 0.301
other | 1 | 0.00113
and+or+nand+nor | 8 | 0.0162
## state kept, by name, summed over array words and instances, names as in the netlist
| register | cells |
|---|---|
| cur_state | 1 |
| Icache_addr_o | 28 |
| Icache_valid_req_o | 1 |
| Icache_inst_o | 32 |
| req_again | 1 |
| Icache_ready_o | 1 |
| Read_off | 2 |
Power figures rest on the tool's default switching activity, not on a simulated workload.
